===== /design/flow/constraint.sdc =====
current_design RF

set clk_period 10.1
set clk_io_pct 0.2

create_clock -name clk0 -period $clk_period [get_ports {CLK}]

set non_clock_inputs [all_inputs -no_clocks]
set_input_delay [expr $clk_period * $clk_io_pct] -clock clk0 $non_clock_inputs
set_output_delay [expr $clk_period * $clk_io_pct] -clock clk0 [all_outputs]

===== /design/flow/config.mk =====
export PLATFORM = sky130hd
export DESIGN_NAME = RF
export DESIGN_NICKNAME = RF
export VERILOG_FILES = /design/flow/design.v
export SDC_FILE = /design/flow/constraint.sdc
export NUM_CORES = 4
export LEC_CHECK = 1
export CORE_UTILIZATION = 50

===== /design/flow/run.sh =====
#!/bin/bash
# OpenROAD 26Q1-2900-gdf79404cd8, Yosys 0.63+post, stock flow scripts
make -C /OpenROAD-flow-scripts/flow DESIGN_CONFIG=/design/flow/config.mk WORK_HOME=/design/flow/orfs finish

===== /design/flow/design.v =====
module RF(CLK, RST, Rd0_id, Rd1_id, Rd_data0, Rd_data1, Wr_id, Wr_data, Fmask, F_data);
input CLK, RST;
input [4:0] Rd0_id, Rd1_id, Wr_id;
input [7:0] Fmask, F_data;
input [15:0] Wr_data;
output [15:0] Rd_data0, Rd_data1;
parameter
rR0 = 5'b00000,
rA  = 5'b01111,
rF  = 5'b01101,
rB  = 5'b00001,
rC  = 5'b00011,
rD  = 5'b00101,
rE  = 5'b00111,
rH  = 5'b01001,
rL  = 5'b01011,
rI  = 5'b00100,
rR  = 5'b01000,
rT0 = 5'b00010,
rT1 = 5'b00110,
rT2 = 5'b01010,
rT3 = 5'b01110,
rSP = 5'b11001,
rAF = 5'b11100,
rBC = 5'b10000,
rDE = 5'b10100,
rHL = 5'b11000,
rIX = 5'b10001,
rIY = 5'b10101,
rT10 = 5'b10010,
rT32 = 5'b11010,
rAFs = 5'b11111,   
rBCs = 5'b10011,   
rDEs = 5'b10111,   
rHLs = 5'b11011;   
parameter
ADD_op  	= 6'H00,
ADDI_op  	= 6'H01,
SUB_op  	= 6'H02,
ADD16_op  	= 6'H03,
ADDI16_op  	= 6'H04,
SUB16_op  	= 6'H05,
AND_op  	= 6'H06,
ANDI_op  	= 6'H07,
OR_op  		= 6'H08,
ORI_op  	= 6'H09,
XOR_op  	= 6'H0A,
XORI_op  	= 6'H0B,
NOT_op  	= 6'H0C,
SHIFTROTATE_op  = 6'H0D,
GET4_op  	= 6'H0E,
MERGE44_op  	= 6'H0F,
MVPC_op  	= 6'H10,
DAA_op  	= 6'H11,
GETBIT_op  	= 6'H12,
NGETBIT_op  	= 6'H13,
SETBIT_op  	= 6'H14,
NSETBIT_op  	= 6'H15,
J_op  		= 6'H20,
JR_op  		= 6'H21,
JC_op  		= 6'H22,
JRC_op  	= 6'H23,
BNE_op  	= 6'H24,
BEQ_op  	= 6'H25,
LD_op  		= 6'H30,
ST_op  		= 6'H31,
LIMM_op  	= 6'H16,
EI_op  		= 6'H17,
DI_op  		= 6'H18,
IM_op  		= 6'H19,
IN_op  		= 6'H32,
OUT_op  	= 6'H33,
SUBI_op     = 6'H1A,
SUBI16_op   = 6'H1B,
MVIFF_op    = 6'H1C,
IFF2IFF1_op = 6'H1D;
reg [15:0] Rd_data0, Rd_data1;
reg [7:0] FF_A, FF_F, FF_B, FF_C, FF_D, FF_E, FF_H, FF_L, FF_I, FF_R, FF_T0, FF_T1, FF_T2, FF_T3;
reg [15:0] FF_SP, FF_IX, FF_IY, FF_AFs, FF_BCs, FF_DEs, FF_HLs;
wire [15:0] Reg0;
assign Reg0 = 16'b0;
reg [7:0] nFF_A, nFF_F, nFF_B, nFF_C, nFF_D, nFF_E, nFF_H, nFF_L, nFF_I, nFF_R, nFF_T0, nFF_T1, nFF_T2, nFF_T3;
reg [15:0] nFF_SP, nFF_IX, nFF_IY, nFF_AFs, nFF_BCs, nFF_DEs, nFF_HLs;
always@(posedge CLK)
begin
  if(RST)
  begin
      FF_A <= 8'H00;
      FF_F <= 8'H40;
      FF_B <= 8'b0;
      FF_C <= 8'b0;
      FF_D <= 8'b0;
      FF_E <= 8'b0;
      FF_H <= 8'b0;
      FF_L <= 8'b0;
      FF_I <= 8'b0;
      FF_R <= 8'b0;
      FF_T0 <= 8'b0;
      FF_T1 <= 8'b0;
      FF_T2 <= 8'b0;
      FF_T3 <= 8'b0;
      FF_SP <= 16'HDFF0;
      FF_IX <= 16'HFFFF;
      FF_IY <= 16'HFFFF;
      FF_AFs <= 16'b0;
      FF_BCs <= 16'b0;
      FF_DEs <= 16'b0;
      FF_HLs <= 16'b0;
    end
  else
    begin
      FF_A <= nFF_A;
      FF_F <= nFF_F;
      FF_B <= nFF_B;
      FF_C <= nFF_C;
      FF_D <= nFF_D;
      FF_E <= nFF_E;
      FF_H <= nFF_H;
      FF_L <= nFF_L;
      FF_I <= nFF_I;
      FF_R <= nFF_R;
      FF_T0 <= nFF_T0;
      FF_T1 <= nFF_T1;
      FF_T2 <= nFF_T2;
      FF_T3 <= nFF_T3;
      FF_SP <= nFF_SP;
      FF_IX <= nFF_IX;
      FF_IY <= nFF_IY;
      FF_AFs <= nFF_AFs;
      FF_BCs <= nFF_BCs;
      FF_DEs <= nFF_DEs;
      FF_HLs <= nFF_HLs;
    end
end
function [15:0] SIGN_EXT;
input [7:0] i;
begin
  SIGN_EXT = {i[7],i[7],i[7],i[7],i[7],i[7],i[7],i[7],i[7:0]};
end
endfunction
task FWRITE;
input [7:0] FMASK;
input [7:0] FDATA;
begin
  nFF_F = (FF_F & (~FMASK)) | (FDATA & FMASK);
end
endtask
task REGWRITE;
input [4:0] REG_ID;
input [15:0] VALUE;
begin
  case(REG_ID)
    rR0:
      begin
      end
    rA:
      nFF_A = VALUE[7:0];
    rF:
      nFF_F = VALUE[7:0];
    rB:
      nFF_B = VALUE[7:0];
    rC:
      nFF_C = VALUE[7:0];
    rD:
      nFF_D = VALUE[7:0];
    rE:
      nFF_E = VALUE[7:0];
    rH:
      nFF_H = VALUE[7:0];
    rL:
      nFF_L = VALUE[7:0];
    rI:
      nFF_I = VALUE[7:0];
    rR:
      nFF_R = VALUE[7:0];
    rT0:
      nFF_T0 = VALUE[7:0];
    rT1:
      nFF_T1 = VALUE[7:0];
    rT2:
      nFF_T2 = VALUE[7:0];
    rT3:
      nFF_T3 = VALUE[7:0];
    rSP:
      nFF_SP = VALUE[15:0];
    rAF:
      begin
        nFF_A = VALUE[15:8];
        nFF_F = VALUE[7:0];
      end
    rBC:
      begin
        nFF_B = VALUE[15:8];
        nFF_C = VALUE[7:0];
      end
    rDE:
      begin
        nFF_D = VALUE[15:8];
        nFF_E = VALUE[7:0];
      end
    rHL:
      begin
        nFF_H = VALUE[15:8];
        nFF_L = VALUE[7:0];
      end
    rIX:
      nFF_IX = VALUE[15:0];
    rIY:
      nFF_IY = VALUE[15:0];
    rT10:
      begin
        nFF_T1 = VALUE[15:8];
        nFF_T0 = VALUE[7:0];
      end
    rT32:
      begin
        nFF_T3 = VALUE[15:8];
        nFF_T2 = VALUE[7:0];
      end
    rAFs:
      nFF_AFs = VALUE[15:0];
    rBCs:
      nFF_BCs = VALUE[15:0];
    rDEs:
      nFF_DEs = VALUE[15:0];
    rHLs:
      nFF_HLs = VALUE[15:0];
    default:
      begin
      end
  endcase
end
endtask
always@(Wr_id or Wr_data or Fmask or F_data		 
 or FF_A or FF_F or FF_B or FF_C or FF_D or FF_E or FF_H or FF_L or FF_I or FF_R or FF_T0 or FF_T1 or FF_T2 or FF_T3
 or FF_SP or FF_IX or FF_IY or FF_AFs or FF_BCs or FF_DEs or FF_HLs)
begin
  nFF_A = FF_A;
  nFF_F = FF_F;
  nFF_B = FF_B;
  nFF_C = FF_C;
  nFF_D = FF_D;
  nFF_E = FF_E;
  nFF_H = FF_H;
  nFF_L = FF_L;
  nFF_I = FF_I;
  nFF_R = FF_R;
  nFF_T0 = FF_T0;
  nFF_T1 = FF_T1;
  nFF_T2 = FF_T2;
  nFF_T3 = FF_T3;
  nFF_SP = FF_SP;
  nFF_IX = FF_IX;
  nFF_IY = FF_IY;
  nFF_AFs = FF_AFs;
  nFF_BCs = FF_BCs;
  nFF_DEs = FF_DEs;
  nFF_HLs = FF_HLs;
  FWRITE  (Fmask, F_data);
  REGWRITE(Wr_id, Wr_data);
end
function [15:0] REGREAD;
input [4:0] REG_ID;
begin
  case(REG_ID)
    rR0:
      REGREAD = 16'b0;
    rA:
      REGREAD = SIGN_EXT(nFF_A);
    rF:
      REGREAD = SIGN_EXT(nFF_F);
    rB:
      REGREAD = SIGN_EXT(nFF_B);
    rC:
      REGREAD = SIGN_EXT(nFF_C);
    rD:
      REGREAD = SIGN_EXT(nFF_D);
    rE:
      REGREAD = SIGN_EXT(nFF_E);
    rH:
      REGREAD = SIGN_EXT(nFF_H);
    rL:
      REGREAD = SIGN_EXT(nFF_L);
    rI:
      REGREAD = SIGN_EXT(nFF_I);
    rR:
      REGREAD = SIGN_EXT(nFF_R);
    rT0:
      REGREAD = SIGN_EXT(nFF_T0);
    rT1:
      REGREAD = SIGN_EXT(nFF_T1);
    rT2:
      REGREAD = SIGN_EXT(nFF_T2);
    rT3:
      REGREAD = SIGN_EXT(nFF_T3);
    rSP:
      REGREAD = nFF_SP;
    rAF:
      REGREAD = {nFF_A, nFF_F};
    rBC:
      REGREAD = {nFF_B, nFF_C};
    rDE:
      REGREAD = {nFF_D, nFF_E};
    rHL:
      REGREAD = {nFF_H, nFF_L};
    rIX:
      REGREAD = nFF_IX;
    rIY:
      REGREAD = nFF_IY;
    rT10:
      REGREAD = {nFF_T1, nFF_T0};
    rT32:
      REGREAD = {nFF_T3, nFF_T2};
    rAFs:
      REGREAD = nFF_AFs;
    rBCs:
      REGREAD = nFF_BCs;
    rDEs:
      REGREAD = nFF_DEs;
    rHLs:
      REGREAD = nFF_HLs;
    default:
      REGREAD = 16'bx;
  endcase
end
endfunction
always@(Rd0_id or Rd1_id 		 
 or nFF_A or nFF_F or nFF_B or nFF_C or nFF_D or nFF_E or nFF_H or nFF_L or nFF_I or nFF_R or nFF_T0 or nFF_T1 
 or nFF_T2 or nFF_T3 or nFF_SP or nFF_IX or nFF_IY or nFF_AFs or nFF_BCs or nFF_DEs or nFF_HLs)
begin
  Rd_data0 = REGREAD(Rd0_id);
  Rd_data1 = REGREAD(Rd1_id);
end
endmodule

==> results.toml <==
# generated from flow reports
[status]
outcome = "finished clean"

[power_and_ir_drop]
intPower_mw = 1.54
p_total_mw = 2.16
vdd_drop_max_mv = 0.163
p_leak_nw = 5.33
seq_power_share_pct = 42.1
power_switching_mw = 0.611
swShare_pct = 28.4
combPwrFrac_pct = 15.1
pwr-share-clk_pct = 42.8
p_per_area_nw_per_um2 = 145

[clock_network]
clockBufferDepth = 3
cts_hold_buf = 0
numClockSinks = 224
cts_resized = 0
clock-root-buffer = "clkbuf_16"
cts_tree = "done"
clk_pin_slew_worst_paths_ns = 0.06
insertion_delay_ns = 0.56
post_cts_buffers = 0
htree_num_levels = 1
numCtsBuffers = 26

[synth]
yosysTopAreaCell = "dfxtp_1"
top_cell_area_share_pct = 35.0
top_logic_kind = "simple AND/OR/NAND/NOR gates"
async_reset_ff_share_pct = 0
ys_top_cells_by_area = "dfxtp_1 (35%), mux2i_1 (12%), o22ai_1 (8.1%)"
postSynthSeqShare_pct = 35.0
ys_sh_mux_pct = 12.7
syn_area_per_cell_um2 = 8.03
yosys_area_um2 = 12800
ys_ff = 224
synth_area_um2 = 12800
simple_gate_share_pct = 25.4
synth-main-ff-cell = "dfxtp_1"
xor_share_pct = 0.205
yosysWarnings = 1
yosys_cells = 1597
edf_count = 0
synth.cellmix.compoundShare_pct = 22.3
synthDistinctLibCells = 70
syn_inst = 1597
adder_share_pct = 0

[drt]
vias = 13900
n_antenna_cell = 0
drtPass1Iterations = 8
wl_per_cell_um = 28.2
wl_um = 56300
drc = 0
vias_per_cell = 6.96
antenna_left = 0
first_iter_violations = 2218

[cells_and_area]
layout_top_cells = "nor2_1 (252), dfxtp_1 (224), o22ai_1 (166)"
seq_area_um2 = 4480
comb_area_um2 = 7790
post-route-util_pct = 59.1
fillCellCount = 2210
drive_above_1_share_pct = 8.76
area_delta_synth_final_pct = 16.1
layout_top_cell = "nor2_1"

[run]
drv_cap = 0
warnings = 25

[final_timing]
period_used_pct = 84.9
worst_slew_pin_slew_ns = 1.06
slew_viol_final = 0
setup_viol = 0
finalClockSkew_ns = 0
tns_ns = 0
min_period_ns = 8.58
slew_headroom_pct = 29.5
max_freq_mhz = 117
rsz0062_at_grt = "no"
hold_violations = 0

[global_route]
grt_max_degree = 82
antenna_found_initial = 1
grt_pass1_vias = 12600
track_usage_pct = 44.3
grt_pass1_wl_um = 83100
overflow = 0

[floorplanning]
die_h_um = 162
initial_core_util_pct = 50.9
chipWidth_um = 162
chipArea_um2 = 26300
rows = 58
fp.coreArea_um2 = 25200
io_pins = 81

[place]
dp_hpwl_um = 39800
gp_congestion = 1.08
port_buffers = 80

[setup_path]
crit_buf_inv = 3
cp_cell_sequence = "clkdlybuf4s50_1 -> buf_4 -> nand4bb_1 -> mux2i_1 -> mux2i_1 -> and3_1 -> nor4_1 -> or3b_1 -> or4_4 -> clkdlybuf4s50_1"
start_kind = "primary input"
r2r_end = "FF_A[0]$_SDFF_PP0_"
max_stage_delay_ns = 0.87
r2r_cells = 2
cp.required_ns = 8.08
cp_max_fo = 18
r2r-start = "FF_A[0]$_SDFF_PP0_"
critical-path-top-delay-family = "simple AND/OR/NAND/NOR gates"
arrival_ns = 6.56
end_kind = "primary output"
regToRegSetupSlack_ns = 8.61
worstSetupPathType = "in -> out"
slowest_stage = "clkdlybuf4s50_1"

[worst_hold_path]
holdPathEnd = "FF_T2[1]$_SDFF_PP0_"
hold_class = "reg -> reg"
hold_depth = 2
min_from = "FF_T2[1]$_SDFF_PP0_"
==> how the worst max path moves through the flow <==
stage,cells past startpoint,endpoint,start
after global routing,10,Rd_data0[14],Wr_id[1]
after CTS,10,Rd_data0[14],Wr_id[1]
final,10,Rd_data0[14],Wr_id[1]
==> flip-flops by register name, indices dropped and copies added, names as in the netlist, 16 cells and up <==
name,count
FF_SP,16
FF_IY,16
FF_BCs,16
FF_IX,16
FF_DEs,16
FF_AFs,16
FF_HLs,16
==> cell usage after synthesis (15+ instances only) <==
cell and count:
clkbuf_1 95, nor2b_1 34, a22oi_1 17, o221ai_1 36, a222oi_1 20, nor4_1 37, nor2_1 258, or3_1 15
mux2i_1 153, buf_2 16, a21oi_1 51, nand3_1 29, nor3_1 61, nand2_1 91, o21ai_0 35, o22ai_1 166
dfxtp_1 224, o22a_1 17, nand2b_1 58
==> metrics by stage <==
stage / std cells / instance area [µm²] / setup WS [ns] / hold slack, ns
CTS: 1997 / 14900 / 1.62 / 0.460
global route: 1997 / 14900 / 1.29 / 0.472
detailed placement: 1950 / 14000 / 1.62 / 0.451
global placement: 1950 / 14000 / 1.69 / 0.446
floorplan: 1597 / 12800 / 3.30 / 0.437
finish: 1997 / 14900 / 1.52 / 0.460
==> cells by family (layout without fill, tap and decap cells) <==
group | after synthesis | in the layout
xor+xnor | 3 | 3
flops | 224 | 224
simple gates | 658 | 658
compound gates | 418 | 418
mux | 160 | 160
buf+inv | 134 | 204
==> cell type report <==
cell class / count / area share [%]
Inverter: 7 / 0.177
Sequential cell: 224 / 30.1
Tap cell: 330 / 2.78
Clock buffer: 35 / 4.80
Timing Repair Buffer: 150 / 8.89
Multi-Input combinational cell: 1239 / 52.4
Clock inverter: 12 / 0.824
==> worst min-delay path, stage by stage, from the launching register on <==
cell	delay (ns)
dfxtp_1	0.31
nand2_1	0.05
a21oi_1	0.05
==> power by group through the flow <==
stage     clock, mW  sequential [mW]  combinational [mW]
4_1_cts       0.928            0.908               0.312
5_1_grt       0.968            0.909               0.340
6_report      0.923            0.908               0.325
==> per-layer routing <==
layer  up-vias  track usage (%)  routed length, µm
met1      6523             63.0              22500
met2      1066             62.1              23200
met5         -                0                  0
met4         0             18.9               3000
li1       6107                -                  -
met3       201             15.2               7680
No activity file was given, so power comes from the tool's default toggle rates.
