==> /design/flow/design.v <==
module ALU_input_sel (Src0, Src1,
       Rd_data0, Rd0_id, Rd_data1, Rd1_id,
       MEM_Result, MEM_Wr_id, MEM_Flags, MEM_Fmask,
       WB_Result, WB_Wr_id, WB_Flags, WB_Fmask);
output [15:0] Src0, Src1;
input [15:0] Rd_data0, Rd_data1;
input [4:0] Rd0_id, Rd1_id;
input [15:0] MEM_Result, WB_Result;
input [4:0] MEM_Wr_id, WB_Wr_id;
input [7:0] MEM_Flags, MEM_Fmask, WB_Flags, WB_Fmask;
reg [15:0] Src0, Src1;
reg [15:0] out0, out1;
parameter
rR0 = 5'b00000,
rA  = 5'b01111,
rF  = 5'b01101,
rB  = 5'b00001,
rC  = 5'b00011,
rD  = 5'b00101,
rE  = 5'b00111,
rH  = 5'b01001,
rL  = 5'b01011,
rI  = 5'b00100,
rR  = 5'b01000,
rT0 = 5'b00010,
rT1 = 5'b00110,
rT2 = 5'b01010,
rT3 = 5'b01110,
rSP = 5'b11001,
rAF = 5'b11100,
rBC = 5'b10000,
rDE = 5'b10100,
rHL = 5'b11000,
rIX = 5'b10001,
rIY = 5'b10101,
rT10 = 5'b10010,
rT32 = 5'b11010,
rAFs = 5'b11111,   
rBCs = 5'b10011,   
rDEs = 5'b10111,   
rHLs = 5'b11011;   
parameter
ADD_op  	= 6'H00,
ADDI_op  	= 6'H01,
SUB_op  	= 6'H02,
ADD16_op  	= 6'H03,
ADDI16_op  	= 6'H04,
SUB16_op  	= 6'H05,
AND_op  	= 6'H06,
ANDI_op  	= 6'H07,
OR_op  		= 6'H08,
ORI_op  	= 6'H09,
XOR_op  	= 6'H0A,
XORI_op  	= 6'H0B,
NOT_op  	= 6'H0C,
SHIFTROTATE_op  = 6'H0D,
GET4_op  	= 6'H0E,
MERGE44_op  	= 6'H0F,
MVPC_op  	= 6'H10,
DAA_op  	= 6'H11,
GETBIT_op  	= 6'H12,
NGETBIT_op  	= 6'H13,
SETBIT_op  	= 6'H14,
NSETBIT_op  	= 6'H15,
J_op  		= 6'H20,
JR_op  		= 6'H21,
JC_op  		= 6'H22,
JRC_op  	= 6'H23,
BNE_op  	= 6'H24,
BEQ_op  	= 6'H25,
LD_op  		= 6'H30,
ST_op  		= 6'H31,
LIMM_op  	= 6'H16,
EI_op  		= 6'H17,
DI_op  		= 6'H18,
IM_op  		= 6'H19,
IN_op  		= 6'H32,
OUT_op  	= 6'H33,
SUBI_op     = 6'H1A,
SUBI16_op   = 6'H1B,
MVIFF_op    = 6'H1C,
IFF2IFF1_op = 6'H1D;
function [4:0] CONV_REG_H;
input [4:0] REGID;
begin
  casez(REGID)
    5'b0????:
      CONV_REG_H = rR0;
    rAF:
      CONV_REG_H = rA;
    rBC:
      CONV_REG_H = rB;
    rDE:
      CONV_REG_H = rD;
    rHL:
      CONV_REG_H = rH;
    rT10:
      CONV_REG_H = rT1;
    rT32:
      CONV_REG_H = rT3;
    default:
      CONV_REG_H = REGID;
   endcase
end
endfunction
function [4:0] CONV_REG_L;
input [4:0] REGID;
begin
  casez(REGID)
    rAF:
      CONV_REG_L = rF;
    rBC:
      CONV_REG_L = rC;
    rDE:
      CONV_REG_L = rE;
    rHL:
      CONV_REG_L = rL;
    rT10:
      CONV_REG_L = rT0;
    rT32:
      CONV_REG_L = rT2;
    default:
      CONV_REG_L = REGID;
   endcase
end
endfunction
function [7:0] BYPASS_L;
input[4:0] REGID_EXE_L;
input[4:0] REGID_MEM_L;
input[4:0] REGID_MEM_H;
input[4:0] REGID_WB_L;
input[4:0] REGID_WB_H;
input[7:0] VAL_EXE_L;
input[7:0] VAL_MEM_L;
input[7:0] VAL_MEM_H;
input[7:0] VAL_WB_L;
input[7:0] VAL_WB_H;
begin
  casez({(REGID_EXE_L == REGID_MEM_L), (REGID_EXE_L == REGID_MEM_H),
         (REGID_EXE_L == REGID_WB_L), (REGID_EXE_L == REGID_WB_H)})
    4'b1???:
      BYPASS_L = VAL_MEM_L;
    4'b01??:
      BYPASS_L = VAL_MEM_H;
    4'b001?:
      BYPASS_L = VAL_WB_L;
    4'b0001:
      BYPASS_L = VAL_WB_H;
    default:
      BYPASS_L = VAL_EXE_L;
  endcase
end
endfunction
function [7:0] BYPASS_H;
input[4:0] REGID_EXE_H;
input[4:0] REGID_MEM_L;
input[4:0] REGID_MEM_H;
input[4:0] REGID_WB_L;
input[4:0] REGID_WB_H;
input[7:0] VAL_EXE_H;
input[7:0] VAL_MEM_L;
input[7:0] VAL_MEM_H;
input[7:0] VAL_WB_L;
input[7:0] VAL_WB_H;
begin
  casez({(REGID_EXE_H == REGID_MEM_H), (REGID_EXE_H == REGID_MEM_L),
         (REGID_EXE_H == REGID_WB_H), (REGID_EXE_H == REGID_WB_L)})
    4'b1???:
      BYPASS_H = VAL_MEM_H;
    4'b01??:
      BYPASS_H = VAL_MEM_L;
    4'b001?:
      BYPASS_H = VAL_WB_H;
    4'b0001:
      BYPASS_H = VAL_WB_L;
    default:
      BYPASS_H = VAL_EXE_H;
  endcase
end
endfunction
function BYPASS_F;
input      FMASK_MEM;
input[4:0] REGID_MEM_L;
input      FMASK_WB;
input[4:0] REGID_WB_L;
input      FLAG_EXE;
input      FLAG_MEM;
input      VAL_MEM_L;
input      FLAG_WB;
input      VAL_WB_L;
begin
  casez({FMASK_MEM, (REGID_MEM_L == rF), FMASK_WB, (REGID_WB_L == rF)})
    4'b1???:
      BYPASS_F = FLAG_MEM;
    4'b01??:
      BYPASS_F = VAL_MEM_L;
    4'b001?:
      BYPASS_F = FLAG_WB;
    4'b0001:
      BYPASS_F = VAL_WB_L;
    default:
      BYPASS_F = FLAG_EXE;
  endcase
end
endfunction
reg[4:0] reg0_exe_l, reg0_exe_h, reg1_exe_l, reg1_exe_h, reg_mem_l, reg_mem_h, reg_wb_l, reg_wb_h;
always@(Rd_data0 or Rd0_id or Rd_data1 or Rd1_id or MEM_Result or WB_Result
        or MEM_Wr_id or WB_Wr_id or MEM_Flags or MEM_Fmask or WB_Flags or WB_Fmask)
begin
  reg0_exe_l = CONV_REG_L(Rd0_id);
  reg0_exe_h = CONV_REG_H(Rd0_id);
  reg1_exe_l = CONV_REG_L(Rd1_id);
  reg1_exe_h = CONV_REG_H(Rd1_id);
  reg_mem_l = CONV_REG_L(MEM_Wr_id);
  reg_mem_h = CONV_REG_H(MEM_Wr_id);
  reg_wb_l = CONV_REG_L(WB_Wr_id);
  reg_wb_h = CONV_REG_H(WB_Wr_id);
  if(reg0_exe_l == rF)
    begin
      out0[0] = BYPASS_F (             MEM_Fmask[0], reg_mem_l,     WB_Fmask[0], reg_wb_l, 
                          Rd_data0[0], MEM_Flags[0], MEM_Result[0], WB_Flags[0], WB_Result[0]);
      out0[1] = BYPASS_F (             MEM_Fmask[1], reg_mem_l,     WB_Fmask[1], reg_wb_l, 
                          Rd_data0[1], MEM_Flags[1], MEM_Result[1], WB_Flags[1], WB_Result[1]);
      out0[2] = BYPASS_F (             MEM_Fmask[2], reg_mem_l,     WB_Fmask[2], reg_wb_l, 
                          Rd_data0[2], MEM_Flags[2], MEM_Result[2], WB_Flags[2], WB_Result[2]);
      out0[3] = BYPASS_F (             MEM_Fmask[3], reg_mem_l,     WB_Fmask[3], reg_wb_l, 
                          Rd_data0[3], MEM_Flags[3], MEM_Result[3], WB_Flags[3], WB_Result[3]);
      out0[4] = BYPASS_F (             MEM_Fmask[4], reg_mem_l,     WB_Fmask[4], reg_wb_l, 
                          Rd_data0[4], MEM_Flags[4], MEM_Result[4], WB_Flags[4], WB_Result[4]);
      out0[5] = BYPASS_F (             MEM_Fmask[5], reg_mem_l,     WB_Fmask[5], reg_wb_l, 
                          Rd_data0[5], MEM_Flags[5], MEM_Result[5], WB_Flags[5], WB_Result[5]);
      out0[6] = BYPASS_F (             MEM_Fmask[6], reg_mem_l,     WB_Fmask[6], reg_wb_l, 
                          Rd_data0[6], MEM_Flags[6], MEM_Result[6], WB_Flags[6], WB_Result[6]);
      out0[7] = BYPASS_F (             MEM_Fmask[7], reg_mem_l,     WB_Fmask[7], reg_wb_l, 
                          Rd_data0[7], MEM_Flags[7], MEM_Result[7], WB_Flags[7], WB_Result[7]);
    end
  else
    begin
      out0[7:0] = BYPASS_L(reg0_exe_l,    reg_mem_l,       reg_mem_h,        reg_wb_l,       reg_wb_h, 
                           Rd_data0[7:0], MEM_Result[7:0], MEM_Result[15:8], WB_Result[7:0], WB_Result[15:8]);
    end
  if(reg1_exe_l == rF)
    begin
      out1[0] = BYPASS_F (             MEM_Fmask[0], reg_mem_l,     WB_Fmask[0], reg_wb_l, 
                          Rd_data1[0], MEM_Flags[0], MEM_Result[0], WB_Flags[0], WB_Result[0]);
      out1[1] = BYPASS_F (             MEM_Fmask[1], reg_mem_l,     WB_Fmask[1], reg_wb_l, 
                          Rd_data1[1], MEM_Flags[1], MEM_Result[1], WB_Flags[1], WB_Result[1]);
      out1[2] = BYPASS_F (             MEM_Fmask[2], reg_mem_l,     WB_Fmask[2], reg_wb_l, 
                          Rd_data1[2], MEM_Flags[2], MEM_Result[2], WB_Flags[2], WB_Result[2]);
      out1[3] = BYPASS_F (             MEM_Fmask[3], reg_mem_l,     WB_Fmask[3], reg_wb_l, 
                          Rd_data1[3], MEM_Flags[3], MEM_Result[3], WB_Flags[3], WB_Result[3]);
      out1[4] = BYPASS_F (             MEM_Fmask[4], reg_mem_l,     WB_Fmask[4], reg_wb_l, 
                          Rd_data1[4], MEM_Flags[4], MEM_Result[4], WB_Flags[4], WB_Result[4]);
      out1[5] = BYPASS_F (             MEM_Fmask[5], reg_mem_l,     WB_Fmask[5], reg_wb_l, 
                          Rd_data1[5], MEM_Flags[5], MEM_Result[5], WB_Flags[5], WB_Result[5]);
      out1[6] = BYPASS_F (             MEM_Fmask[6], reg_mem_l,     WB_Fmask[6], reg_wb_l, 
                          Rd_data1[6], MEM_Flags[6], MEM_Result[6], WB_Flags[6], WB_Result[6]);
      out1[7] = BYPASS_F (             MEM_Fmask[7], reg_mem_l,     WB_Fmask[7], reg_wb_l, 
                          Rd_data1[7], MEM_Flags[7], MEM_Result[7], WB_Flags[7], WB_Result[7]);
    end
  else
    begin
      out1[7:0] = BYPASS_L(reg1_exe_l,    reg_mem_l,       reg_mem_h,        reg_wb_l,       reg_wb_h, 
                           Rd_data1[7:0], MEM_Result[7:0], MEM_Result[15:8], WB_Result[7:0], WB_Result[15:8]);
    end
   out0[15:8] = BYPASS_H(reg0_exe_h,    reg_mem_l,       reg_mem_h,        reg_wb_l,       reg_wb_h, 
                        Rd_data0[15:8], MEM_Result[7:0], MEM_Result[15:8], WB_Result[7:0], WB_Result[15:8]);
   out1[15:8] = BYPASS_H(reg1_exe_h,    reg_mem_l,       reg_mem_h,        reg_wb_l,       reg_wb_h, 
                        Rd_data1[15:8], MEM_Result[7:0], MEM_Result[15:8], WB_Result[7:0], WB_Result[15:8]);
end
always@(Rd0_id or out0 or Rd1_id or out1)
begin
  if(Rd0_id == rR0)
    Src0[7:0] = 8'b0;
  else
    Src0[7:0] = out0[7:0];
  if(Rd1_id == rR0)
    Src1[7:0] = 8'b0;
  else
    Src1[7:0] = out1[7:0];
  if(Rd0_id[4] == 1'b0)	 
    Src0[15:8] = {Src0[7],Src0[7],Src0[7],Src0[7],Src0[7],Src0[7],Src0[7],Src0[7]};
  else
    Src0[15:8] = out0[15:8];
  if(Rd1_id[4] == 1'b0)	 
    Src1[15:8] = {Src1[7],Src1[7],Src1[7],Src1[7],Src1[7],Src1[7],Src1[7],Src1[7]};
  else
    Src1[15:8] = out1[15:8];
end
endmodule
==> /design/flow/run.sh <==
#!/bin/bash
# OpenROAD 26Q1-2900-gdf79404cd8, Yosys 0.63+post, stock flow scripts
make -C /OpenROAD-flow-scripts/flow DESIGN_CONFIG=/design/flow/config.mk WORK_HOME=/design/flow/orfs finish
==> /design/flow/config.mk <==
export PLATFORM = sky130hd
export DESIGN_NAME = ALU_input_sel
export DESIGN_NICKNAME = ALU_input_sel
export VERILOG_FILES = /design/flow/design.v
export SDC_FILE = /design/flow/constraint.sdc
export NUM_CORES = 4
export LEC_CHECK = 1
export CORE_UTILIZATION = 50
==> /design/flow/constraint.sdc <==
current_design ALU_input_sel

set clk_period 9.2
set clk_io_pct 0.2

create_clock -name clk0 -period $clk_period

set non_clock_inputs [all_inputs -no_clocks]
set_input_delay [expr $clk_period * $clk_io_pct] -clock clk0 $non_clock_inputs
set_output_delay [expr $clk_period * $clk_io_pct] -clock clk0 [all_outputs]
==> Slide: Implementation Results <==
Key Metrics from the Run

Yosys
  • Unique cell types: 80
  • Yosys stat cell total: 631
  • Mux contribution to synthesized area: 4.041%
  • Seq share, synth: 0%
  • Simple share: 32.33%
  • Adder share: 0%
  • Synthesis area per yosys: 3994 sq um
  • AO/OA Area Share: 42.92%
  • XORs/XNORs by Area: 10.28%
  • Synthesized area: 3994 sq um
  • Dominant comb cell: AND-OR/OR-AND gates
  • Cells after synthesis: 631
  • Yosys warning total: 1
  • Synthesized area per cell: 6.329 sq um

Critical path
  • Crit start category: input pin
  • Arr. time, crit path: 5.80 ns
  • Crit. End Element: output pin
  • CP Class: in2out
  • Crit Path Max Fanout: 27
  • CP Data Required Time: 7.36 ns

STA
  • RSZ-0062 raised after global routing: false
  • Max Slew Vio Count: 0
  • Slew at the pin with the worst max-slew slack: 0.8820 ns
  • Final setup viols: 0
  • Final WS setup: 1.561 ns
  • Tmin final: 7.639 ns
  • Cycle use final: 83.03%
  • Fmax: 130.9 MHz
  • Headroom to the max-slew limit: 41.20%
  • Total negative slack: 0 ns
  • Final Hold Violation Tally: 0

Cells and area
  • Flop count: 0
  • Layout cells sized above 1: 6.640%
  • Clock Buffer Count: 0
  • Area delta synth->final: 34.52%
  • Most instantiated logic cells after routing: clkdlybuf4s50_1, nand2_1, a21oi_1
  • Most common cell after layout, fill and taps aside: clkdlybuf4s50_1
  • Seq. cell area: 0 sq um

Drt
  • Vias after detailed routing: 5425
  • Ant. Diodes: 0
  • Initial DRC count: 366
  • Via/cell ratio: 6.458
  • Wire per inst: 18.36 microns
  • Routed wire length: 15420 microns
  • Remaining antenna violation count after routing: 0
  • Initial DRT Pass Iterations: 5
  • Number of remaining DRC errors: 0

Status
  • Outcome: finished clean

Placed design
  • Routability Congestion: 1.029
  • Hpwl dp: 12330 microns
  • Number of port buffers: 148
  • Worst slack, placed: 1.636 ns

Global routing
  • First-pass GRT wire length: 24140 microns
  • Initial antenna violation count: 0
  • Overall Global Routing Usage: 36.40%
  • Grt ovf: 0
  • Pin count of the biggest net entering global routing: 28
  • Vias in the first global route: 4893

Power and ir drop
  • Final Power: 0.0003148 W
  • Leak: 1.826 nW
  • VDD IR max: 0.03743 mV
  • Power per Cell Area: 58.59 nW/um^2

Floorplan
  • Die area: 8349 sq um
  • Die Ht: 91.38 microns
  • Die Width: 91.38 microns
  • Site Rows: 32
  • FP Util: 51.68%
  • I/O pins: 148
  • Core ar.: 7727 sq um

Flow run
  • Max-cap violations: 0
  • Warning total across the stage logs: 33

Clock tree
  • Post-CTS setup buffers: 0
  • CTS resizes: 0
  • Hold buffer count at CTS: 0

Worst hold path
  • Min-Delay Path Class: in2out
==> stage by stage <==
stage	cell area, sq um	hold slack [ns]	cells	util [%]
floorplan	3994	3.765	631	-
global placement	5373	4.654	840	69.53
detailed placement	5373	4.662	840	69.53
CTS	5373	4.662	840	69.53
global route	5373	4.684	840	69.53
finish	5373	4.658	840	69.53
==> logic make-up (layout without fill, tap and decap cells) <==
logic type,Yosys count,count (layout)
AOI/OAI and AO/OA,248,248
and+or+nand+nor,239,239
buffers and inverters,82,189
xor gates and xnor gates,46,46
muxes,16,16
==> power breakdown <==
part / total (W) / switching [W] / internal [W]
clock: 0 / 0 / 0
combinational: 0.000315 / 0.000156 / 0.000159
sequential: 0 / 0 / 0
total: 0.000315 / 0.000156 / 0.000159
==> worst max-delay path, cell delays in order <==
cell and delay [ns]:
clkdlybuf4s50_1 0.87, nor2b_1 0.38, o21ai_0 0.17, nand4_1 0.19, a2111oi_4 0.90, or4bb_1 0.30, nor2_1 0.08, o31ai_2 0.50
o21ai_1 0.14, clkdlybuf4s50_1 0.43
==> layout make-up <==
| type | instances | area [sq um] |
|---|---|---|
| well taps | 102 | 127.6 |
| inverters | 34 | 127.6 |
| multi-input cells | 549 | 3583 |
| fillers | 638 | 2355 |
| repair buffers | 155 | 1534 |
==> worst paths after layout <==
check	from	endpoint	slack [ns]	cells past startpoint
max	Rd0_id[4]	Src0[10]	1.56	10
min	Rd_data1[13]	Src1[13]	4.66	4
==> metal layers <==
layer	GRT usage, %	share of wire (%)	up-vias
met5	0	0	-
met4	17.20	5.5	0
met3	4.422	9.1	66
met2	61.43	45	325
met1	45.99	40	2444
li1	-	-	2590
==> cells in the mapped netlist (all sizes together), types with 9 or more instances <==
cell type / instances / area (sq um)
nor3: 33 / 185.2
mux2i: 15 / 150.1
xnor2: 31 / 271.5
nor2: 40 / 155.1
nand2: 66 / 252.7
nand3b: 14 / 105.1
o21ai: 80 / 437.9
or3: 11 / 73.82
clkbuf: 14 / 52.55
inv: 34 / 127.6
o32ai: 16 / 140.1
a31oi: 18 / 125.1
nand2b: 9 / 56.30
nor2b: 14 / 112.6
a21oi: 47 / 242.7
a211o: 10 / 87.58
xor2: 15 / 138.9
a211oi: 21 / 162.6
nand3: 21 / 105.1
buf: 34 / 236.5
Power and IR drop assume default switching activity.
